--- design/flow/run.sh ---
#!/bin/bash
# OpenROAD 26Q1-2900-gdf79404cd8, Yosys 0.63+post, stock flow scripts
make -C /OpenROAD-flow-scripts/flow DESIGN_CONFIG=/design/flow/config.mk WORK_HOME=/design/flow/orfs finish
--- design/flow/config.mk ---
export PLATFORM = sky130hd
export DESIGN_NAME = i2s_rx
export DESIGN_NICKNAME = i2s_rx
export VERILOG_FILES = /design/flow/design.v
export SDC_FILE = /design/flow/constraint.sdc
export NUM_CORES = 4
export LEC_CHECK = 1
export CORE_UTILIZATION = 30
--- design/flow/constraint.sdc ---
current_design i2s_rx

set clk_period 5.4
set clk_io_pct 0.2

create_clock -name clk0 -period $clk_period [get_ports {sclk}]

set non_clock_inputs [all_inputs -no_clocks]
set_input_delay [expr $clk_period * $clk_io_pct] -clock clk0 $non_clock_inputs
set_output_delay [expr $clk_period * $clk_io_pct] -clock clk0 [all_outputs]
--- design/flow/design.v ---
module i2s_rx #(
	parameter AUDIO_DW		= 32
)(
	input				sclk,
	input				rst,
	input				lrclk,
	input				sdata,
	output reg [AUDIO_DW-1:0]	left_chan,
	output reg [AUDIO_DW-1:0]	right_chan
);
reg [AUDIO_DW-1:0]	left;
reg [AUDIO_DW-1:0]	right;
reg			lrclk_r;
wire			lrclk_nedge;
assign lrclk_nedge = !lrclk & lrclk_r;
always @(posedge sclk)
	lrclk_r <= lrclk;
always @(posedge sclk)
	if (lrclk_r)
		right <= {right[AUDIO_DW-2:0], sdata};
	else
		left <= {left[AUDIO_DW-2:0], sdata};
always @(posedge sclk)
	if (rst) begin
		left_chan <= 0;
		right_chan <= 0;
	end else if (lrclk_nedge) begin
		left_chan <= left;
		right_chan <= {right[AUDIO_DW-2:0], sdata};
	end
endmodule
==> GITHUB_STEP_SUMMARY <==
## Implementation flow summary

| Metric | Value |
|---|---|
| Async S/R FF share, synth | `0%` |
| Routed wire length | `just over 9000 um` |
| Synthesized area | `5200 sq um` |
| VDD IR max | `approximately 0.17 mV` |
| Initial antenna violation count | `0` |
| Fmax | `0.397 GHz` |
| Period minus WS final | `~2.5 ns` |
| Die area | `17900 sq um` |
| Worst EP arrival | `around 2.8 ns` |
| GP Congestion | `0.716` |
| Most crowded layer after global routing | `met1` |
| DP Wirelength | `5330 um` |
| Min-delay worst type | `reg2reg` |
| CTS Hold Bufs | `0` |
| IO Pins | `68` |
| ANT nets after route | `0` |
| Worst Max-Slew Pin Slew | `0.778 ns` |
| Distinct cells, synth | `15` |
| P&R area growth vs syn | `23.2%` |
| M2 GR Usage | `15.8%` |
| Root buffer cell | `clkbuf_16` |
| CTS Buffer Depth | `2` |
| Logic area | `1680 sq um` |
| Maximum fanout along the worst path | `66` |
| PortBufs | `between 60 and 70` |
| Status | `finished, final reports clean` |
| GR met1 Demand/Resource | `approximately 17%` |
| CTS clk-pin slew, worst paths | `0.05 ns` |
| WP data required | `5.66 ns` |
| ANT cells | `0` |
| Pre-Place Util | `31.0%` |
| Die width | `134 um` |
| Avg Cell Area, Syn | `14.6 sq um` |
| Pwr Density | `355 nW/um^2` |
| H-tree Lvls | `4` |
| CTS buffer count | `17` |
| Worst slew margin relative to its limit | `~48%` |
| Fin Hold WS | `0.446 ns` |
| Number of max-cap violations | `0` |
| Grt met3 use | `3.07%` |
| Number of enable flip-flop cells | `63` |
| Total GRT Usage | `10.8%` |
| Unrepaired setup endpoints after global routing | `no` |
| Yosys Chip Area | `5200 sq um` |
| Core area | `16800 sq um` |
| Tool Warnings | `25` |
| Postcts setup bufs | `0` |
| Post-Place Cell Area | `5860 sq um` |
| Vias per inst | `4.48` |
| Yosys warnings | `1` |
| Critical Path Start Type | `input port` |
| GRT overflow | `0` |
| Worst Clk Skew | `0.00616 ns` |
| Endpoints failing hold | `0` |
| First-pass GRT wire length | `15000 um` |
| Most used logic cell in the final layout | `clkdlybuf4s50_1` |
| Die height | `134 um` |
| TNS Setup | `0 ns` |
| Max-slew violation count | `0` |
| Final Setup Violations | `0` |
| Final Cell Area | `6400 sq um` |
| Routed wire length per instance | `about 14 um` |
| Period utilization | `between 40% and 50%` |
| Yosys cell count | `357` |
| Share of cells above drive strength 1 | `between 20 and 25%` |
| Initial DRC count | `119` |
| Top Layout Cells | `clkdlybuf4s50_1, nand2b_1, nand4bb_1, dfxtp_1, edfxtp_1` |
| Seq/Total Area, Yosys | `61.4%` |
| Fillers | `about 1500` |
| Cells after synthesis | `357` |
| Pin count of the biggest net entering global routing | `~72` |
| CTS tree | `built` |
| Routed via count | `2899` |
| Number of iterations in the first detailed-routing pass | `4` |
| Late-Pin Clk Latency | `0.40 ns` |
| Post-synth regs | `~130` |
| Row count | `47` |
| Pleak | `about 2.1 nW` |
| Resized Gates After CTS | `0` |
| CP Capture Type | `flip-flop` |
| Vias in the first global route | `3023` |
| # DRC | `0` |
| Setup CP Type | `in2reg` |
| Reg area | `about 3200 sq um` |
| Most used DFF post-synth | `dfxtp_1` |
| CTS sink cnt | `128` |
## synth_stat cells (2+ instances only)
cell | instances | share of area, %
buf_12 | 7 | 2.7
buf_2 | 14 | 1.3
buf_4 | 6 | 0.87
buf_6 | 4 | 0.87
clkbuf_1 | 2 | 0.14
dfxtp_1 | 65 | 25
edfxtp_1 | 63 | 36
nand2b_1 | 64 | 7.7
nand4bb_1 | 64 | 14
o21ai_1 | 4 | 0.39
o21ai_2 | 60 | 10
## metrics by stage
| step | std cells | utilization, % | power (mW) | setup WS (ns) |
|---|---|---|---|---|
| after detailed placement | 615 | 35.0 | 1.26 | 2.40 |
| after global placement | 615 | 35.0 | 1.26 | 2.45 |
| final | 647 | 38.2 | 2.28 | 2.88 |
| after CTS | 647 | 38.2 | 2.31 | 2.82 |
| after floorplan | 357 | - | 1.21 | 3.22 |
| after global routing | 647 | 38.2 | 2.37 | 2.73 |
## worst paths after layout
kind / startpoint / end / slack (ns) / cells past startpoint
min: left[1] / left[2] / 0.45 / 0
min reg2reg: left[1] / left[2] / 0.45 / 0
max reg2reg: lrclk_r / left_chan[28] / 3.41 / 4
max: lrclk / left_chan[28] / 2.88 / 6
## state kept, by name, indices dropped and copies added, names as in the netlist
signal,count
left,32
right,31
left_chan,32
lrclk_r,1
right_chan,32
## area by class of cell
type / instances / area share [%]
Tap cell: 220 / 4.30
Clock buffer: 25 / 7.43
Multi-Input combinational cell: 193 / 26.3
Timing Repair Buffer: 73 / 11.0
Clock inverter: 7 / 0.997
Sequential cell: 128 / 49.9
Inverter: 1 / 0.0586
## kinds of logic after synthesis
| logic type | after synthesis | synth area share [%] |
|---|---|---|
| and+or+nand+nor | 129 | 21.8 |
| DFF | 128 | 61.4 |
| AOI/OAI and AO/OA | 64 | 10.5 |
| buffers and inverters | 36 | 6.23 |
## per-layer routing
metal,part of all wire (%),up-vias,routed length (um)
met1,50,1392,4590
met2,44,66,4010
met4,0.65,0,59
met5,0,-,0
met3,4.8,5,439
li1,-,1436,-
## power breakdown
| group | leakage [nW] | internal [mW] | switching (mW) |
|---|---|---|---|
| clock | 0.265 | 0.654 | 0.379 |
| sequential | 1.15 | 1.07 | 0.0288 |
| combinational | 0.711 | 0.0790 | 0.0606 |
## critical path, stage by stage
cell	delay [ns]
buf_2	0.10
buf_4	0.29
nor2b_4	0.15
buf_4	0.42
buf_4	0.59
o21ai_1	0.13
No activity file was given, so power comes from the tool's default toggle rates.
