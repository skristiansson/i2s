==> design.v <==
module i2s_tx #(
	parameter AUDIO_DW	= 32
)(
	input			sclk,
	input			rst,
	input [AUDIO_DW-1:0]	prescaler,
	output reg		lrclk,
	output reg		sdata,
	input [AUDIO_DW-1:0]	left_chan,
	input [AUDIO_DW-1:0]	right_chan
);
reg [AUDIO_DW-1:0]		bit_cnt;
reg [AUDIO_DW-1:0]		left;
reg [AUDIO_DW-1:0]		right;
always @(negedge sclk)
	if (rst)
		bit_cnt <= 1;
	else if (bit_cnt >= prescaler)
		bit_cnt <= 1;
	else
		bit_cnt <= bit_cnt + 1;
always @(negedge sclk)
	if (bit_cnt == prescaler && lrclk) begin
		left <= left_chan;
		right <= right_chan;
	end
always @(negedge sclk)
	if (rst)
		lrclk <= 1;
	else if (bit_cnt == prescaler)
		lrclk <= ~lrclk;
always @(negedge sclk)
	sdata <= lrclk ? right[AUDIO_DW - bit_cnt] : left[AUDIO_DW - bit_cnt];
endmodule
==> run.sh <==
#!/bin/bash
# OpenROAD 26Q1-2900-gdf79404cd8, Yosys 0.63+post, stock flow scripts
make -C /OpenROAD-flow-scripts/flow DESIGN_CONFIG=/design/flow/config.mk WORK_HOME=/design/flow/orfs finish
==> config.mk <==
export PLATFORM = sky130hd
export DESIGN_NAME = i2s_tx
export DESIGN_NICKNAME = i2s_tx
export VERILOG_FILES = /design/flow/design.v
export SDC_FILE = /design/flow/constraint.sdc
export NUM_CORES = 4
export LEC_CHECK = 1
export CORE_UTILIZATION = 50
==> constraint.sdc <==
current_design i2s_tx

set clk_period 7.5
set clk_io_pct 0.2

create_clock -name clk0 -period $clk_period [get_ports {sclk}]

set non_clock_inputs [all_inputs -no_clocks]
set_input_delay [expr $clk_period * $clk_io_pct] -clock clk0 $non_clock_inputs
set_output_delay [expr $clk_period * $clk_io_pct] -clock clk0 [all_outputs]
==> reports/metrics.yaml <==
synth_adder_area_share_pct: 8.736
topRoutingLayerUsed: "met4"
common_cells: "sky130_fd_sc_hd__edfxtp_1, sky130_fd_sc_hd__nor2_1, sky130_fd_sc_hd__inv_1, sky130_fd_sc_hd__dfxtp_1, sky130_fd_sc_hd__ha_1"
cts.htree.levels: 3
cts-root-buf: "sky130_fd_sc_hd__clkbuf_8"
detailroute.via_count: 3517
detailed_place_hpwl_um: 6459
maximum_count_of_clock_buffers_along_a_single_path: 2
post-synth-top-area-cell: "sky130_fd_sc_hd__edfxtp_1"
top_cell: "sky130_fd_sc_hd__edfxtp_1"
worst_setup_hold_path_clk_slew_ps: 30
yosysChipArea_sq_um: 4870
critical_path.cell_chain: "clkdlybuf4s50_1 > inv_1 > ha_1 > and4_1 > and4_1 > nand4_1 > nor2_4 > buf_12"
compound_area_share_pct: 4.985
postCtsSetupRepairBufs: 0
die-height_um: 100.7
wire_per_inst_um: 12.21
crit_path_max_fanout: 47
mux_area_share_pct: 8.453
warnings: 125
worstSetupPathType: "input pin to register"
synth-warning-count: 1
leakagePower_nw: 2.937
crit_slowest_cell: "sky130_fd_sc_hd__clkdlybuf4s50_1"
layout-drive-gt1-share_pct: 9.484
wl_met1_um: 3947
setup_violations: 0
grt_max_degree: 48
worst_clock_skew_ps: 21.09
design.die.area_sq_um: 10140
synth.yosys.num_cells: 397
met3_wirelength_um: 522
worstSetupEndpointType: "register"
initial_core_util_pct: 52.21
worst_setup_path_start_kind: "input pin"
worstPathArrival_ps: 3390
grt_first_pass_wirelength_um: 14850
fraction_of_synthesized_cell_area_in_xor_and_xnor_cells_pct: 6.269
report.final.slew_viol_count: 0
numClockSinks: 98
die_w_um: 100.7
max_slew_margin_pct: 51.91
holdCritPathClass: "register to register"
synth.top_cells.by_area: "sky130_fd_sc_hd__edfxtp_1, sky130_fd_sc_hd__dfxtp_1, sky130_fd_sc_hd__ha_1"
cts_tree: "yes"
detailroute.wirelength.met2_um: 4326
worstSkewPairLatency_ps: 410
final.setup.tns_ps: 0
simple_gate_share_pct: 13.21
drt_wl_total_um: 8913
fp-row-count: 35
cp_data_required_time_ps: 3830
globalRouteTotalUtil_pct: 20.03
final_hold_viol_count: 0
max_cap_violations: 0
core_footprint_sq_um: 9328
post_layout_nonfiller_instances: 730
cts_hold_buf: 0
postSynthSeqShare_pct: 53.44
hold_ws_ps: 536.4
ys_types: 45
power_mw: 1.293
antenna_found_initial: 0
power_per_cell_area_nw_per_um2: 196.4
synth-edff-count: 64
logic_family: "simple AND/OR/NAND/NOR gates"
grt_pass1_vias: 3628
syn_to_final_growth_pct: 35.20
drtIter0Drc: 70
synth.ff_latch_count: 98
avgSynthCellArea_sq_um: 12.27
synth_top_flop_cell: "sky130_fd_sc_hd__edfxtp_1"
detail_route.antenna_diodes: 0
gp_congestion: 0.7779
post_cts_resized: 0
detail_route.first_pass.iterations: 4
unrepaired_setup_endpoints_after_global_routing: "false"
drtAntennaViolNets: 0
syn-cell-area_sq_um: 4870
synth_async_sr_flop_share_pct: 0
cts_inserted_buffers: 9
detail_route.drc_violations: 0
outcome: "completed"
netlist.area_leader.share_pct: 39.47
worstMarginPinSlew_ps: 721.4
final.fill_count: 690
ios: 100
crit_path_frequent_cell: "sky130_fd_sc_hd__and4_1"
synthesis.instances: 397
port_buffers: 99
power.ir.vdd_worst_v: 0.0001387
final_critical_path_setup_slack_ps: 445.0
dp_cells: 617
routed_via_density: 4.818
globalRoute.totalOverflow: 0
preCtsSetupSlack_ps: 24.57
critical-path-max-stage-delay_ps: 450
report_power, final:
group          internal, mW  switching, mW  leakage, nW
clock network         0.238          0.335        0.639
registers             0.582        0.00654        0.850
logic                0.0826         0.0485         1.45
per-stage QoR:
step	utilization, %	area [sq um]
after floorplan	-	4877
after global placement	64.20	5988
after detailed placement	64.20	5988
after CTS	70.58	6584
after global routing	70.58	6584
final	70.58	6584
kinds of logic after synthesis:
| logic type | after synthesis |
|---|---|
| simple gates | 120 |
| flops | 98 |
| mux | 21 |
| compound gates | 40 |
| xor+xnor | 34 |
| fa+ha+maj | 34 |
| buf+inv | 50 |
cell type report:
type | count | area (sq um) | share of cell area (%)
clock buffers | 9 | 123.9 | 1.881
clock inverters | 105 | 475.5 | 7.222
inverters | 37 | 138.9 | 2.109
multi-input cells | 249 | 2036 | 30.92
flip-flops and latches | 98 | 2603 | 39.53
well taps | 129 | 161.4 | 2.452
repair buffers | 103 | 1046 | 15.89
path summary, 6_finish.rpt:
check                 from           to  slack [ps]  cells after the start
max          prescaler[11]    right[30]         440                      8
min            bit_cnt[10]  bit_cnt[10]         540                      2
max reg2reg     bit_cnt[0]        sdata        4590                      7
min reg2reg    bit_cnt[10]  bit_cnt[10]         540                      2
registers in the layout, summed over array words and instances, names as in the netlist:
register and count:
lrclk 1, sdata 1, bit_cnt 32, left 32, right 32
worst max-delay path: cells and delay by family:
kind                       cells  cell delay [ps]
buffers and inverters          3              750
and+or+nand+nor                4              810
adders and majority gates      1              300
routing by layer:
layer / track usage (%) / vias to the layer above
met3: 8.251 / 10
met5: 0 / -
met4: 7.804 / 0
li1: - / 1821
met2: 29.29 / 106
met1: 28.79 / 1580
cells in the final DEF, fill, tap and decap left out, types with 2 or more instances in the layout:
master                            count
sky130_fd_sc_hd__clkbuf_8             9
sky130_fd_sc_hd__a21o_1               4
sky130_fd_sc_hd__xnor2_1             16
sky130_fd_sc_hd__or3_4                2
sky130_fd_sc_hd__nand2_1             21
sky130_fd_sc_hd__buf_4                2
sky130_fd_sc_hd__nor2_1              38
sky130_fd_sc_hd__edfxtp_1            64
sky130_fd_sc_hd__mux2i_1              4
sky130_fd_sc_hd__nand3_2              2
sky130_fd_sc_hd__o22ai_1              2
sky130_fd_sc_hd__nand3_1             11
sky130_fd_sc_hd__and3_1               6
sky130_fd_sc_hd__inv_1              135
sky130_fd_sc_hd__nor3_1               2
sky130_fd_sc_hd__o211ai_1             2
sky130_fd_sc_hd__and4_1               9
sky130_fd_sc_hd__mux4_2              16
sky130_fd_sc_hd__a21oi_1             18
sky130_fd_sc_hd__nor2b_1              2
sky130_fd_sc_hd__clkdlybuf4s50_1     99
sky130_fd_sc_hd__nand4_1              8
sky130_fd_sc_hd__and2_1               2
sky130_fd_sc_hd__dfxtp_1             34
sky130_fd_sc_hd__inv_8                4
sky130_fd_sc_hd__ha_1                34
sky130_fd_sc_hd__o21ai_0              6
sky130_fd_sc_hd__nor2_2               9
sky130_fd_sc_hd__xor2_1              17
sky130_fd_sc_hd__buf_12               2
Power is estimated from default activity; no workload was simulated.
