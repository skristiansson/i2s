--- /design/flow/run.sh ---
#!/bin/bash
# OpenROAD 26Q1-2900-gdf79404cd8, Yosys 0.63+post, stock flow scripts
make -C /OpenROAD-flow-scripts/flow DESIGN_CONFIG=/design/flow/config.mk WORK_HOME=/design/flow/orfs finish
--- /design/flow/config.mk ---
export PLATFORM = sky130hd
export DESIGN_NAME = i2s_wb_if
export DESIGN_NICKNAME = i2s_wb_if
export VERILOG_FILES = /design/flow/design.v
export SDC_FILE = /design/flow/constraint.sdc
export NUM_CORES = 4
export LEC_CHECK = 1
export CORE_AREA = 10 10 112 112
export DIE_AREA = 0 0 122 122
--- /design/flow/constraint.sdc ---
current_design i2s_wb_if

set clk_period 10.5
set clk_io_pct 0.2

create_clock -name clk0 -period $clk_period [get_ports {wb_clk}]

set non_clock_inputs [all_inputs -no_clocks]
set_input_delay [expr $clk_period * $clk_io_pct] -clock clk0 $non_clock_inputs
set_output_delay [expr $clk_period * $clk_io_pct] -clock clk0 [all_outputs]
--- /design/flow/design.v ---
module i2s_wb_if #(
	parameter WB_AW = 32,
	parameter WB_DW = 32
)(
	input			rst,
	input			wb_clk,
	input [WB_AW-1:0]	wb_adr_i,
	input [WB_DW-1:0]	wb_dat_i,
	input [WB_DW/8-1:0]	wb_sel_i,
	input			wb_we_i ,
	input			wb_cyc_i,
	input			wb_stb_i,
	input [2:0]		wb_cti_i,
	input [1:0]		wb_bte_i,
	output [WB_DW-1:0]	wb_dat_o,
	output reg		wb_ack_o,
	output			wb_err_o,
	output			wb_rty_o,
	output reg [WB_DW-1:0]	prescaler
);
assign wb_err_o = 0;
assign wb_rty_o = 0;
assign wb_dat_o = wb_adr_i[5:2] == 0 ? prescaler : 0;
always @(posedge wb_clk) begin
	if (wb_ack_o & wb_we_i) begin
		case (wb_adr_i[5:2])
			0: prescaler <= wb_dat_i;
		endcase
	end
	if (rst)
		prescaler <= 0;
end
always @(posedge wb_clk)
	if (rst)
		wb_ack_o <= 0;
	else
		wb_ack_o <= wb_cyc_i & wb_stb_i & !wb_ack_o;
endmodule
==> flow_summary.json <==
{
  "status": "finished, final reports clean",
  "finalCoreUtilization_pct": 29.22,
  "cp_max_fo": 33,
  "ys_area_um2": 1748,
  "synth_cells": 182,
  "rrSetupSlack_ns": 8.96,
  "critPathCaptureType": "primary output",
  "finalPower_mw": 0.2791,
  "antennaDiodeCount": 0,
  "synth.distinct_cells": 14,
  "yosysWarnings": 1,
  "rsz0062_at_grt": "no",
  "top_area_share_pct": 37.80,
  "track_usage_pct": 6.865,
  "hold_class": "flop to flop",
  "simple_gate_share_pct": 36.58,
  "synth-edff-count": 0,
  "synthXorXnorAreaFrac_pct": 0,
  "die_x_um": 122,
  "ff_type": "dfxtp_1",
  "ios": 145,
  "maxCapViolCount": 0,
  "clock-root-buffer": "clkbuf_8",
  "post-route-period-util_pct": 56.46,
  "post_synth_ao_oa_area_fraction_pct": 0,
  "final_layout_size_suffix_gt1_share_pct": 4.947,
  "drv_slew": 0,
  "hold_depth": 1,
  "synth_adder_area_share_pct": 0,
  "route.detailed.drc": 0,
  "top_cells_by_count": "64 x nand2b_1, 33 x dfxtp_1, 32 x mux2i_1, 30 x and2_1, 10 x clkbuf_1",
  "clock-sinks": 33,
  "p_leak_nw": 1.007,
  "antenna_found_initial": 0,
  "synthArstFlopShare_pct": 0,
  "finalSetupTns_ns": 0,
  "ant_nets": 0,
  "crit_type": "primary input to primary output",
  "synth_seq_share_pct": 37.80,
  "cts_setup_buffers": 0,
  "clock_latency_ns": 0.28,
  "syn_area_per_cell_um2": 9.604,
  "irDropWorstVdd_v": 0.00006310,
  "drt_iter0_drc": 108,
  "fill_cells": 1056,
  "wirelength_um": 5340,
  "ys_cells": 182,
  "dr_total_vias": 1490,
  "io_buffers": 105,
  "skew_ns": 0.005231,
  "mux_share_pct": 18.32,
  "htree_levels": 2,
  "die_area_um2": 14880,
  "min_period_ns": 5.928,
  "pwr_density_cell_nw_per_um2": 93.37,
  "drt-pass1-iter-count": 3,
  "initial_core_util_pct": 17.08,
  "avgViaCountPerCell": 3.556,
  "cts_made_buffers": 5,
  "core_um2": 10230,
  "clk_path_buf_depth": 2,
  "die_h_um": 122,
  "grt-ovfl-total": 0,
  "hpwl_um": 4080,
  "routabilityCongestion": 0.7304,
  "synth.area.top_cells": "dfxtp_1 38%, nand2b_1 23%, mux2i_1 18%, and2_1 11%, buf_12 3.4%",
  "finalHoldViolCount": 0,
  "fmax_mhz": 168.7,
  "critPathLaunchType": "primary input",
  "area_delta_synth_final_pct": 71.01,
  "grt_pass1_wl_um": 8314,
  "ys_top_logic_family": "simple AND/OR/NAND/NOR gates",
  "cts_tree": "yes",
  "clk_pin_slew_ns": 0.07,
  "fin_area_um2": 2989,
  "syn_area_um2": 1748,
  "tool_warnings": 62,
  "grt_max_degree": 66,
  "cts_resized": 0,
  "synth_flops": 33,
  "rows": 37,
  "grt_pass1_vias": 1494,
  "arrival_ns": 3.83,
  "finalSetupViolCount": 0,
  "critical_path_required_ns": 8.40,
  "wl_per_cell_um": 12.74,
  "dpl_cell_area_um2": 2873,
  "worstRegToRegCells": 3,
  "cts_hold_buf": 0,
  "synth_top_cell_by_count": "nand2b_1",
  "synth_area_leader_cell": "dfxtp_1"
}
==> worst paths after layout <==
| path | startpoint | endpoint |
|---|---|---|
| worst min-delay path | wb_ack_o$_SDFF_PP0_ | wb_ack_o$_SDFF_PP0_ |
| worst min register to register | wb_ack_o$_SDFF_PP0_ | wb_ack_o$_SDFF_PP0_ |
| worst max register to register | wb_ack_o$_SDFF_PP0_ | prescaler[8]$_SDFFE_PP0P_ |
| worst max-delay path | wb_adr_i[3] | wb_dat_o[15] |
==> report_power, final <==
| part | internal (mW) | switching, mW | total, mW |
|---|---|---|---|
| registers | 0.125 | 0.000277 | 0.126 |
| logic | 0.0194 | 0.00786 | 0.0273 |
| clock network | 0.0774 | 0.0486 | 0.126 |
| total | 0.222 | 0.0567 | 0.279 |
==> placed cells by master, fill, tap and decap left out <==
cell type and instances:
clkbuf_8 6, and2_1 30, clkdlybuf4s50_1 105, bufinv_16 1, nand2_1 1, buf_4 3, mux2i_1 32, and3_2 1
and2_2 2, clkbuf_1 1, nor3_1 1, conb_1 2, nand2b_1 64, nor4_4 1, dfxtp_1 33
==> logic make-up (layout without fill, tap and decap cells) <==
group	count (synthesis)	after routing
and+or+nand+nor	100	100
muxes	32	32
other	1	2
buffers and inverters	16	116
DFF	33	33
==> critical path, stage by stage <==
cell and delay (ns):
clkdlybuf4s50_1 0.44, nor4_4 0.27, buf_4 0.32, and2_1 0.18, clkdlybuf4s50_1 0.50
==> metal layers <==
metal  global-route usage, %  wire [um]
met1                   8.643       2198
met2                   12.11       2754
met3                   1.315        313
met5                       0          0
met4                   1.043         74
==> cell type report <==
class / instances / area, um^2 / area share (%)
Clock buffer: 7 / 86.33 / 2.888
Tap cell: 136 / 170.2 / 5.693
Multi-Input combinational cell: 134 / 968.4 / 32.40
Sequential cell: 33 / 660.6 / 22.10
Clock inverter: 1 / 30.03 / 1.005
Timing Repair Buffer: 108 / 1074 / 35.91
==> sequential cells by signal (all words and copies together), names as in the netlist <==
register	cells
wb_ack_o	1
prescaler	32
==> metrics by stage <==
step	hold WS [ns]	std cells	worst slack, ns
final	0.4433	419	4.572
after global routing	0.4961	419	4.463
after CTS	0.4480	419	4.531
after detailed placement	0.4397	411	4.532
after global placement	0.4341	411	4.565
after floorplan	0.3889	183	5.637
